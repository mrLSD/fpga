### ./run.sh
#!/bin/bash
# OpenROAD 26Q1-2900-gdf79404cd8, Yosys 0.63+post, stock flow scripts
make -C /OpenROAD-flow-scripts/flow DESIGN_CONFIG=/design/flow/config.mk WORK_HOME=/design/flow/orfs finish
### ./design.v
module VGAMod
(
    input                   CLK,
    input                   nRST,
    input                   PixelClk,
    output                  LCD_DE,
    output                  LCD_HSYNC,
    output                  LCD_VSYNC,
	output          [4:0]   LCD_B,
	output          [5:0]   LCD_G,
	output          [4:0]   LCD_R
);
    reg         [15:0]  PixelCount;
    reg         [15:0]  LineCount;
	localparam      V_BackPorch = 16'd0;  
	localparam      V_Pluse 	= 16'd5; 
	localparam      HightPixel  = 16'd480;
	localparam      V_FrontPorch= 16'd45;  
	localparam      H_BackPorch = 16'd182; 	 
	localparam      H_Pluse 	= 16'd1; 
	localparam      WidthPixel  = 16'd800; 
	localparam      H_FrontPorch= 16'd210;
    parameter       BarCount    = 16;  
    localparam      Width_bar   = WidthPixel / 16;
    localparam      PixelForHS  =   WidthPixel + H_BackPorch + H_FrontPorch;  	
    localparam      LineForVS   =   HightPixel + V_BackPorch + V_FrontPorch;
    always @(  posedge PixelClk or negedge nRST  )begin
        if( !nRST ) begin
            LineCount       <=  16'b0;    
            PixelCount      <=  16'b0;
            end
        else if(  PixelCount  ==  PixelForHS ) begin
            PixelCount      <=  16'b0;
            LineCount       <=  LineCount + 1'b1;
            end
        else if(  LineCount  == LineForVS  ) begin
            LineCount       <=  16'b0;
            PixelCount      <=  16'b0;
            end
        else
            PixelCount      <=  PixelCount + 1'b1;
    end
	reg			[9:0]  Data_R;
	reg			[9:0]  Data_G;
	reg			[9:0]  Data_B;
    always @(  posedge PixelClk or negedge nRST  )begin
        if( !nRST ) begin
			Data_R <= 9'b0;
			Data_G <= 9'b0;
			Data_B <= 9'b0;
            end
	end
    assign  LCD_HSYNC = (( PixelCount >= H_Pluse)&&( PixelCount <= (PixelForHS-H_FrontPorch))) ? 1'b0 : 1'b1;
	assign  LCD_VSYNC = ((( LineCount  >= V_Pluse )&&( LineCount  <= (LineForVS-0) )) ) ? 1'b0 : 1'b1;
    assign  LCD_DE = (  ( PixelCount >= H_BackPorch )&&
                        ( PixelCount <= PixelForHS-H_FrontPorch ) &&
                        ( LineCount >= V_BackPorch ) &&
                        ( LineCount <= LineForVS-V_FrontPorch-1 ))  ? 1'b1 : 1'b0;
    assign  LCD_R   =   PixelCount < H_BackPorch + Width_bar *  0    ? 5'b10000 :  
                        PixelCount < H_BackPorch + Width_bar *  1    ? 5'b01000 :    
                        PixelCount < H_BackPorch + Width_bar *  2    ? 5'b00100 :    
                        PixelCount < H_BackPorch + Width_bar *  3    ? 5'b00100 :    
                        PixelCount < H_BackPorch + Width_bar *  4    ? 5'b01000 :    
                        PixelCount < H_BackPorch + Width_bar *  5    ? 5'b10000 :  5'b00000 ;   
    assign  LCD_G   =   PixelCount < H_BackPorch + Width_bar *  6    ? 6'b100000 :    
                        PixelCount < H_BackPorch + Width_bar *  7    ? 6'b010000 :    
                        PixelCount < H_BackPorch + Width_bar *  8    ? 6'b000100 :    
                        PixelCount < H_BackPorch + Width_bar *  9    ? 6'b001000 :    
                        PixelCount < H_BackPorch + Width_bar *  10   ? 6'b010000 :  
                        PixelCount < H_BackPorch + Width_bar *  11   ? 6'b100000 : 6'b000000 ;
    assign  LCD_B   =   PixelCount < H_BackPorch + Width_bar *  12   ? 5'b10000 :    
                        PixelCount < H_BackPorch + Width_bar *  13   ? 5'b01000 :    
                        PixelCount < H_BackPorch + Width_bar *  14   ? 5'b00100 :    
                        PixelCount < H_BackPorch + Width_bar *  15   ? 5'b01000 :    
                        PixelCount < H_BackPorch + Width_bar *  16   ? 5'b10000 :  5'b00000 ;
endmodule
### ./constraint.sdc
current_design VGAMod

set clk_period 5.1
set clk_io_pct 0.2

create_clock -name clk0 -period $clk_period [get_ports {PixelClk}]

set non_clock_inputs [all_inputs -no_clocks]
set_input_delay [expr $clk_period * $clk_io_pct] -clock clk0 $non_clock_inputs
set_output_delay [expr $clk_period * $clk_io_pct] -clock clk0 [all_outputs]
### ./config.mk
export PLATFORM = sky130hd
export DESIGN_NAME = VGAMod
export DESIGN_NICKNAME = VGAMod
export VERILOG_FILES = /design/flow/design.v
export SDC_FILE = /design/flow/constraint.sdc
export NUM_CORES = 4
export LEC_CHECK = 1
export CORE_UTILIZATION = 40
==> results_dict.tcl <==
# yosys + openroad results
set metrics [dict create \
    slew_violations 0 \
    grt_max_degree 33 \
    grt_pass1_vias 1846 \
    synth_top_area_share 0.344 \
    dpl_cell_area_um2 2460 \
    gp_congestion 0.871 \
    gr-total-overflow 0 \
    worst-path-max-fanout 8 \
    finalHoldViolCount 0 \
    synth_cell_types 53 \
    finalInstanceArea_um2 2540 \
    critPathKind "reg2out" \
    grt_usage 0.191 \
    fin_setup_tns_ns 0 \
    p_per_area_nw_per_um2 173 \
    dieArea_um2 6130 \
    clock_latency_ns 0.28 \
    drv_cap 0 \
    async_reset_ff_frac 1.00 \
    fmax_ghz 0.258 \
    drc 0 \
    cts_setup_buffers 0 \
    whs_ns 0.473 \
    tightestPinTransition_ns 0.830 \
    finalClockPeriodUsage 0.760 \
    whs_path_depth 1 \
    syn_inst 275 \
    cts.clk_slew.worst_paths_ns 0.06 \
    ctsHoldBuffers 0 \
    drtAntennaViolNets 0 \
    hold_class "reg2reg" \
    warnings 31 \
    routed_wirelength_um 5140 \
    max_stage_delay_ns 0.54 \
    synth_area_um2 2330 \
    cts_buffer_depth 2 \
    cpLargestDelayFamily "simple AND/OR/NAND/NOR gates" \
    ys.flops 32 \
    die_x_um 78.3 \
    vias_per_cell 5.49 \
    yosys_area_um2 2330 \
    synth.avg_cell_area_um2 8.46 \
    leakagePower_nw 1.06 \
    rsz0062_at_grt "false" \
    status "completed" \
    top_cell "dfrtp_1" \
    ys_warn_count 1 \
    rows 27 \
    firstDrtPassIters 5 \
    area_growth_syn_to_layout_pct 9.14 \
    setup_slack_ns 1.22 \
    post-place-ws_ns 1.55 \
    reg2regPathDepth 7 \
    setup_viol 0 \
    ys_cells 275 \
    synthFlopType "dfrtp_1" \
    cts.repair.resized 0 \
    fin_crit_ns 3.88 \
    cts_tree "yes" \
    numCtsBuffers 5 \
    grt_pass1_wl_um 9220 \
    clock-sinks 32 \
    top_cells_by_count "32 x dfrtp_1, 30 x nor2_1, 28 x nand2_1" \
    fp-utilization 0.420 \
    num_vias 1933 \
    crit_buf_inv 1 \
    crit_cells 6 \
    coreArea_um2 5540 \
    critPathLaunchType "flop" \
    antenna_found_initial 0 \
    cp_cell_sequence "or4_1 > or3_1 > a31oi_1 > nand4_1 > a21oi_1 > clkdlybuf4s50_1" \
    end_kind "output port" \
    slew_headroom 0.442 \
    edf_count 0 \
    dpl.hpwl_um 3610 \
    ys_seq_share 0.344 \
    vdd_drop_max_mv 0.0783 \
    drt_iter0_markers 146 \
    slowest_stage "or4_1" \
    fin_worst_skew_ns 0.00575 \
    cts-root-buf "clkbuf_8" \
    htreeDepth 2 \
    wl_per_cell_um 14.6 \
    cp_data_required_time_ns 4.08 \
    yosysTopAreaCell "dfrtp_1" \
    top_cells_by_area "dfrtp_1 34%, nor2_1 4.8%, nand2_1 4.5%, o21ai_0 4.5%, xor2_1 4.5%" \
    crit_arrival_ns 2.86 \
    io_pins 22 \
    die_height_um 78.3 \
    port_buffers 14 \
    drive_above_1_share 0.0571 \
    insertedDiodeCount 0 \
]
[registers in the layout (all words and copies together), names as in the netlist]
name	flops
LineCount	16
PixelCount	16
[worst paths after layout]
| kind | from | to | slack, ns |
|---|---|---|---|
| worst min register to register | LineCount[15] | LineCount[15] | 0.47 |
| worst max register to register | PixelCount[1] | LineCount[12] | 2.62 |
| max in group asynchronous | nRST | PixelCount[8] | 3.66 |
| worst max-delay path | PixelCount[11] | LCD_DE | 1.22 |
| min in group asynchronous | nRST | LineCount[7] | 1.14 |
| worst min-delay path | LineCount[15] | LineCount[15] | 0.47 |
[layout by cell type, fill, tap and decap left out, types with 2 or more instances in the layout]
cell type / synthesis / routed
nor3_1: 10 / 10
nand3_1: 12 / 12
a21oi_1: 4 / 4
nor3b_1: 2 / 2
o31ai_1: 3 / 3
o2111ai_1: 2 / 2
o211ai_1: 2 / 2
or2_1: 2 / 2
nor4_1: 4 / 4
inv_1: 9 / 9
nor2_1: 30 / 30
conb_1: 1 / 6
nand2_1: 28 / 28
xor2_1: 12 / 12
clkbuf_8: 0 / 5
o21ai_0: 21 / 21
nand4_1: 10 / 10
nand3b_1: 2 / 2
dfrtp_1: 32 / 32
and4_1: 2 / 2
and3_1: 6 / 6
and2_1: 5 / 5
xnor2_1: 11 / 11
ha_1: 7 / 7
clkdlybuf4s50_1: 0 / 14
nor4_4: 2 / 2
o21ai_1: 2 / 2
a31oi_1: 4 / 4
nor2b_1: 3 / 3
or4_1: 4 / 4
nand4b_1: 2 / 2
[where the power goes]
group	total (mW)	internal, mW	switching (mW)
logic	0.00610	0.00117	0.00493
clock network	0.181	0.0926	0.0879
registers	0.254	0.254	0
[cells by family after synthesis]
| group | Yosys count | synth area share |
|---|---|---|
| other | 1 | 0.00161 |
| xor gates and xnor gates | 23 | 0.0866 |
| DFF | 32 | 0.344 |
| buffers and inverters | 31 | 0.0667 |
| adders and majority gates | 7 | 0.0376 |
| AOI/OAI and AO/OA | 49 | 0.146 |
| and+or+nand+nor | 132 | 0.318 |
[stage by stage]
stage          cells   util  power [mW]
2_1_floorplan    280      -       0.262
3_3_place_gp     345  0.444       0.265
3_5_place_dp     345  0.444       0.265
4_1_cts          352  0.458       0.449
5_1_grt          352  0.458       0.461
6_report         352  0.458       0.440
[layer usage]
metal / wire length (um) / vias to the layer above / track usage / part of all wire
met5: 0 / - / 0 / 0
met4: 59 / 0 / 0.0241 / 0.011
met2: 2230 / 47 / 0.285 / 0.43
met3: 231 / 6 / 0.0248 / 0.045
met1: 2620 / 907 / 0.312 / 0.51
li1: - / 973 / - / -
[layout make-up]
| class | count | area, um^2 |
|---|---|---|
| Clock buffer | 6 | 72.6 |
| Multi-Input combinational cell | 217 | 1390 |
| Sequential cell | 32 | 801 |
| Tap cell | 72 | 90.1 |
| Clock inverter | 1 | 5.00 |
| Timing Repair Buffer | 15 | 148 |
| Fill cell | 558 | 3000 |
| Inverter | 9 | 33.8 |
Power figures rest on the tool's default switching activity, not on a simulated workload.
