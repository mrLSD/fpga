==> /design/flow/design.v <==
module debouncer(
	input clk, button,
	output reg key_press
);
parameter TIME_DELAY = 16;
reg button_sync_0;
always @(posedge clk) button_sync_0 <= ~button; 
reg button_sync_1;
always @(posedge clk) button_sync_1 <= button_sync_0;
reg [TIME_DELAY-1:0] counter;
wire counter_max = &counter;
wire idle = (key_press == button_sync_1);
initial begin
	key_press = 0;
end
always @(posedge clk) begin
	if (idle)
		counter <= 0;
	else begin
		counter <= counter + 1'b1;
		if (counter_max)
			key_press <= ~key_press; 
	end
end
endmodule
module timer (
	input wire 		clk, rst, key_pause, key_program,
	output wire 	[2:0] info_led,
	output reg		[2:0] program_led, 
	output reg 		[7:0] number,
	output [5:0] digit_block
);
reg [25:0] count = 0;
reg [5:0] hours, minutes, seconds = 0;
reg pause = 0;
reg program_mod = 0;
wire keypress_pause;
wire keypress_program;
wire pause_mod = (!keypress_pause || program_mod);
wire reset_mod = (rst || program_mod);
assign info_led = {2'b11, ~pause};
always @(negedge reset_mod or negedge pause_mod) begin
	if (!reset_mod)
		pause <= 0;
	else if (!pause_mod)
		pause <= ~pause; 	
end
always @(posedge keypress_program) begin
	program_mod <= ~program_mod;
end
debouncer debouncer_keypause (
	.clk(clk),
	.button(key_pause),
	.key_press(keypress_pause)
);
debouncer debouncer_keyprogram (
	.clk(clk),
	.button(key_program),
	.key_press(keypress_program)
);
always @(posedge clk or negedge reset_mod) begin
	if (!reset_mod) begin
		count <= 0;
		seconds <= 0;
		minutes <= 0;
		hours <= 0;
	end else if (!pause) begin
		count <= count + 1'b1;
		if (count == 50_000_000) begin
			count <= 0;						
			if (seconds == 59) begin
				seconds <= 0;
				if (minutes == 59) begin
					minutes <= 0;
					if (hours == 23)
						hours <= 0; 
					else
						hours <= hours + 1'b1;
				end else
					minutes <= minutes + 1'b1;
			end else
				seconds <= seconds + 1'b1;
		end 
	end
end
reg [23:0] program_led_counter = 0;
always @(posedge clk) begin
	if (program_mod) begin
		program_led_counter <= program_led_counter + 1'b1;
		if (&program_led_counter) begin
			program_led_counter <= 0;
			if (program_led == 3'b111)
				program_led <= 3'b110;
			else
				program_led <= {program_led[1:0], program_led[2]};
		end 
	end else
		program_led <= 3'b111; 
end
reg [20:0] digit_count = 0;
reg [5:0] inner_digit_block = 6'b111110; 
assign digit_block = (!program_mod) ? inner_digit_block : 6'b111111; 
always @(posedge clk) begin
	if (digit_count == 30000) begin
		digit_count <= 0;
		inner_digit_block = {inner_digit_block[4:0], inner_digit_block[5]};
		case (inner_digit_block)
			6'b111110: number <= mod10(seconds);
			6'b111101: number <= div10(seconds);
			6'b111011: number <= add_dot(mod10(minutes));
			6'b110111: number <= div10(minutes);
			6'b101111: number <= add_dot(mod10(hours));
			6'b011111: number <= div10(hours);
			default: number <= 'b11111000;
		endcase
	end else
		digit_count <= digit_count + 1'b1;
end
function[7:0] div10;
	input [5:0] a;
	div10 = mod10(a / 10);
endfunction	
function[7:0] mod10;
	input [5:0] a;
	case (a % 10)
		1:  mod10 = 'b11111001;
		2:  mod10 = 'b10100100;
		3:  mod10 = 'b10110000;
		4:  mod10 = 'b10011001;
		5:  mod10 = 'b10010010;
		6:  mod10 = 'b10000010;
		7:  mod10 = 'b11111000;
		8:  mod10 = 'b10000000;
		9:  mod10 = 'b10010000;
		default: mod10 = 'b11000000;
	endcase
endfunction
function[7:0] add_dot;
	input [7:0] number;
	add_dot = {1'b0, number[6:0]};
endfunction
endmodule
==> /design/flow/run.sh <==
#!/bin/bash
# OpenROAD 26Q1-2900-gdf79404cd8, Yosys 0.63+post, stock flow scripts
make -C /OpenROAD-flow-scripts/flow DESIGN_CONFIG=/design/flow/config.mk WORK_HOME=/design/flow/orfs finish
==> /design/flow/config.mk <==
export PLATFORM = sky130hd
export DESIGN_NAME = timer
export DESIGN_NICKNAME = timer
export VERILOG_FILES = /design/flow/design.v
export SDC_FILE = /design/flow/constraint.sdc
export NUM_CORES = 4
export LEC_CHECK = 1
export CORE_UTILIZATION = 50
==> /design/flow/constraint.sdc <==
current_design timer

set clk_period 4.8
set clk_io_pct 0.2

create_clock -name clk0 -period $clk_period [get_ports {clk}]

set non_clock_inputs [all_inputs -no_clocks]
set_input_delay [expr $clk_period * $clk_io_pct] -clock clk0 $non_clock_inputs
set_output_delay [expr $clk_period * $clk_io_pct] -clock clk0 [all_outputs]
==> reports/results.tsv <==
metric	value	unit
outcome	completed	
Internal Pwr Total	1.956	mW
GRT Residual Overflow	0	
Hold-fix buffers, CTS	0	
Max IR drop VDD	0.2562	mV
Worst Path Max Fanout	8	
Switching Share	23.25	%
vias in the first global route	6839	
routed vias	7324	
RSZ-0062 raised after global routing	false	
CTS tree	done	
clock-pin slew on the worst setup and hold paths	0.07	ns
EDFF count, synth	40	
die height	139.2	um
core box area	18210	sq um
Yosys Chip Area	9405	sq um
H-Tree Depth	4	
DRT antenna net count	0	
Critical path origin	minutes[4]$_DFFE_PN0P_	
Synth Area in Simple Gates	23.56	%
DP Area	9872	sq um
Min-Delay Path Class	register to register	
via/cell ratio	5.565	
post-synthesis average cell area	8.881	sq um
Psw	592.7	uW
top cells by count	nor2_1, nand2_1, dfxtp_1, xnor2_1, ha_1	
max frequency	221.1	MHz
Routed WL	19.13	mm
endpoints left unconstrained	27	
fa+ha+maj area frac	8.421	%
GPL Wtd Cong	0.8969	
Comb pwr share	0.6	%
Pre-antenna DRT Iters	5	
I/O pin cnt	24	
dominant cell type by area after synthesis	dfxtp_1	
Layout area overhead	10.96	%
crit path DAT	4.68	ns
mux frac, synth	2.248	%
P_leak	4.171	nW
Root Buffer	clkbuf_16	
Max Root-Sink Buffers	2	
Die W	139.2	um
initial antenna violation count	0	
Synth flops	146	
register pins left without a clock	2	
required time of the critical path	4.96	ns
synth unique cells	86	
CTS-repair resized insts	0	
Startpoint Class	register	
comb area leader	simple AND/OR/NAND/NOR gates	
Flop pwr share	49.3	%
post-CTS setup buffers	0	
Post-DP HPWL	13.39	mm
Initial Util	51.65	%
Max Slew Vio Count	0	
clock skew	0.01107	ns
worst-margin pin slew	0.8324	ns
Final Hold Viols	0	
final instance area	10440	sq um
final cycle utilization of the critical path	94.23	%
top-count cell post-synth	nor2_1	
async set-reset flop share out of synthesis	30.82	%
Setup Crit Path Kind	register to register	
Avg WL per Cell	14.54	um
Slew HR	44.08	%
total of max-cap violations	0	
CTS buffer count	17	
Layout Cells excl Fill	1316	
warning count from the yosys run	2	
largest net degree at the start of global routing	46	
Seq share, synth	37.73	%
final setup TNS	0	ns
hold slack final	0.3278	ns
Tmin final	4.523	ns
Fillers	1633	
Die ar.	19360	sq um
DRC	0	
ys cells	1059	
OpenROAD warning count	66	
worst r2r src	minutes[4]$_DFFE_PN0P_	
clock latency (worst-skew pair)	0.42	ns
GRT Total Usage	21.55	%
global-route wire length before repair	33.20	mm
top cells by area	dfxtp_1, edfxtp_1, dfrtp_1, ha_1, xnor2_1	
Final setup violation count	0	
number of DRC markers in iteration 0	333	
Finished Core Util	57.31	%
area share, top type	12.98	%
PD cells	244.2	nW/um^2
clock share of power	50.1	%
Synth Flop Type	dfxtp_1	
share of cells above drive strength 1	8.096	%
Hold Crit Start	debouncer_keyprogram.button_sync_0$_DFF_P_	
CP Capture Type	register	
# diodes	0	
Rows	49	
Netlist Area Pre-Place	9405	sq um
area fraction in xor and xnor cells	9.592	%
Mapped Cells	1059	
Compound Share, Synth	14.39	%
number of I/O port buffers	21	
placed insts	1284	
## stage by stage
step / setup slack [ns] / total power [mW]
2_1_floorplan: 0.2801 / 1.293
3_3_place_gp: 0.3963 / 1.298
3_5_place_dp: 0.3576 / 1.298
5_1_grt: 0.04786 / 2.644
4_1_cts: 0.3476 / 2.588
6_report: 0.2768 / 2.549
## worst paths after layout
| kind | cells after the start | slack, ns | to |
|---|---|---|---|
| hold / removal | 0 | 0.33 | debouncer_keyprogram.button_sync_1$_DFF_P_ |
| min in group asynchronous | 3 | 1.11 | hours[1]$_DFFE_PN0P_ |
| setup / recovery | 14 | 0.28 | number[6]$_DFFE_PN_ |
| setup reg to reg | 14 | 0.28 | number[6]$_DFFE_PN_ |
| hold reg to reg | 0 | 0.33 | debouncer_keyprogram.button_sync_1$_DFF_P_ |
| max in group asynchronous | 3 | 3.27 | count[2]$_DFFE_PN0N_ |
## critical path: stages (launching register included)
cell and delay [ns]:
dfrtp_1 0.37, inv_1 0.12, nand2_1 0.15, ha_1 0.37, nor2b_1 0.39, mux2i_1 0.14, a221oi_1 0.68, ha_1 0.38
nand4_1 0.09, a21bo_2 0.29, nor2_1 0.15, a21o_1 0.13, a21boi_0 0.08, or4_1 0.46, or4_1 0.46
## cell families after synthesis
logic type | after synthesis
AND-OR/OR-AND | 188
XOR/XNOR | 103
adder cells (fa/ha/maj) | 64
buffers and inverters | 94
flip-flops | 146
multiplexers | 20
other | 1
AND/OR/NAND/NOR | 443
## layout make-up
class                           count  area [sq um]  area share [%]
Multi-Input combinational cell    820          5494           52.64
Sequential cell                   146          3548           34.00
Clock buffer                       18         439.2           4.208
Timing Repair Buffer               41         360.3           3.453
Tap cell                          229         286.5           2.745
Inverter                           48         182.7           1.750
Clock inverter                     14         125.1           1.199
## power by group through the flow
stage                 clock network (mW)  logic (mW)  registers (mW)
after CTS                           1.32      0.0158            1.26
after global routing                1.37      0.0186            1.26
final                               1.28      0.0156            1.26
## registers in the layout, summed over array words and instances (netlist names), 6 cells and up
signal / flops
count: 26
debouncer_keypause.counter: 16
debouncer_keyprogram.counter: 16
digit_count: 21
hours: 6
inner_digit_block: 6
minutes: 6
number: 8
program_led_counter: 24
seconds: 6
## placed cells by master, fill, tap and decap left out, types with 5 or more instances in the layout
| cell | instances |
|---|---|
| nand3_1 | 57 |
| buf_4 | 20 |
| nor2_1 | 128 |
| mux2i_1 | 11 |
| edfxtp_1 | 40 |
| nand3b_1 | 7 |
| o21a_1 | 7 |
| a21oi_1 | 33 |
| and3_1 | 30 |
| clkdlybuf4s50_1 | 21 |
| or2_2 | 8 |
| inv_1 | 46 |
| nand2b_1 | 9 |
| nor3_1 | 15 |
| o21ai_0 | 49 |
| nand2_1 | 96 |
| xor2_1 | 42 |
| a211o_1 | 5 |
| a21o_1 | 7 |
| clkbuf_16 | 17 |
| and4_1 | 8 |
| nor3b_1 | 5 |
| dfxtp_1 | 61 |
| nand4_1 | 27 |
| a221oi_1 | 6 |
| xnor2_1 | 61 |
| o31ai_1 | 6 |
| o211ai_1 | 8 |
| mux2_2 | 9 |
| or3_1 | 6 |
| dfrtp_1 | 44 |
| ha_1 | 60 |
| nor2b_1 | 12 |
| and2_1 | 6 |
| o311ai_0 | 7 |
## per-layer routing
layer / GRT usage [%] / vias up / share of wire, %
li1: - / 3796 / -
met1: 35.46 / 3430 / 52
met2: 32.70 / 89 / 44
met3: 2.850 / 9 / 3.0
met4: 2.047 / 0 / 0.95
met5: 0 / - / 0
Power and IR drop assume default switching activity.
