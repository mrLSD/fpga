`/design/flow/constraint.sdc`:
```
current_design led4_reg

set clk_period 5.2
set clk_io_pct 0.2

create_clock -name clk0 -period $clk_period [get_ports {clk}]
create_clock -name clk1 -period $clk_period [get_ports {direction}]

set non_clock_inputs [all_inputs -no_clocks]
set_input_delay [expr $clk_period * $clk_io_pct] -clock clk0 $non_clock_inputs
set_output_delay [expr $clk_period * $clk_io_pct] -clock clk0 [all_outputs]
```
`/design/flow/run.sh`:
```
#!/bin/bash
# OpenROAD 26Q1-2900-gdf79404cd8, Yosys 0.63+post, stock flow scripts
make -C /OpenROAD-flow-scripts/flow DESIGN_CONFIG=/design/flow/config.mk WORK_HOME=/design/flow/orfs finish
```
`/design/flow/config.mk`:
```
export PLATFORM = sky130hd
export DESIGN_NAME = led4_reg
export DESIGN_NICKNAME = led4_reg
export VERILOG_FILES = /design/flow/design.v
export SDC_FILE = /design/flow/constraint.sdc
export NUM_CORES = 4
export LEC_CHECK = 1
export CORE_UTILIZATION = 40
```
`/design/flow/design.v`:
```
module led4_reg(
	input		clk, 
	input		rst, 
	input		direction,
	output reg [11:0] led
);
parameter BASE_LED_SEQUENCE = ~12'b001100110010;
reg [27:0] count;
reg direct;
always @(posedge clk or negedge rst)
begin
	if (!rst) begin
		count <= 0;
		led <= BASE_LED_SEQUENCE;
	end else begin
		count <= count + 1'b1;
		if (count[24] == 1) begin
			count <= 0;
			if (direct == 0) 
				led <= {led[10:0], led[11]};
			else
				led <= {led[0], led[11:1]};
		end
	end
end
always @(negedge rst or negedge direction) begin
	if (!rst) 
		direct <= 0; 
	else if (!direction) begin
		direct <= ~direct;
	end
end
endmodule
```
==> impl_metrics.json <==
{
  "outcome": "completed",
  "hold_violations": 0,
  "hpwl_um": 2008,
  "core_area_um2": 4354,
  "cts_tree": "done",
  "crit_type": "in -> async",
  "logic_family": "simple AND/OR/NAND/NOR gates",
  "area_growth_pct": 14.32,
  "worst_ep_arrival_time_ns": 1.53,
  "synth-cells-yosys": 179,
  "warning_count": 27,
  "slowest_stage": "clkdlybuf4s50_1",
  "postLayoutCellArea_um2": 2058,
  "path_clk_slew_ns": 0.06,
  "powerDensity_nw_per_um2": 237.9,
  "dp.cells": 237,
  "cts_max_level": 2,
  "top_area_share_pct": 41.70,
  "die-area_um2": 4773,
  "postSynthSeqShare_pct": 53.30,
  "mappedNetlistArea_um2": 1800,
  "worstPathCellList": "clkdlybuf4s50_1",
  "viasPerCell": 5.335,
  "postCtsHoldBufs": 0,
  "placed_area_um2": 1976,
  "yosysChipArea_um2": 1800,
  "grt_pass1_vias": 1167,
  "cap_violations": 0,
  "reg2reg_from": "direct",
  "grt_first_pass_wirelength_um": 5361,
  "finalSetupViolations": 0,
  "synthTopCellsByArea": "dfrtp_1 42%, dfstp_2 10%, mux2i_1 6.7%",
  "fill_cells": 393,
  "cts-buffers-inserted": 5,
  "seqPwrFrac_pct": 60.4,
  "ys_types": 30,
  "drt_iter0_drc": 136,
  "cp_data_required_time_ns": 2.88,
  "min_from": "count[0]",
  "crit_family": "buffers and inverters",
  "hp-class": "reg -> reg",
  "rows": 24,
  "drt-total-wl_um": 3091,
  "p_sw_uw": 99.85,
  "synth_cells": 179,
  "fin_tns_setup_ns": 0,
  "overflow": 0,
  "antenna_left": 0,
  "drive_above_1_share_pct": 10.88,
  "dr.pass1.iters": 4,
  "critical_path.max_fanout": 2,
  "vias": 1307,
  "synth-compound-area-share_pct": 9.382,
  "worst-path-buf-inv": 1,
  "max_stage_delay_ns": 0.49,
  "fp_util_pct": 41.35,
  "p_clk_share_pct": 38.2,
  "stdcell_count": 245,
  "gp_congestion": 0.7673,
  "ff_latch_area_um2": 959.7,
  "startpoint_type": "primary input",
  "drc_errors": 0,
  "antenna-diode-count": 0,
  "io_buffers": 13,
  "clk_path_buf_depth": 2,
  "rsz0062_at_grt": "no",
  "grt_max_degree": 51,
  "antenna_found_initial": 0,
  "final_max_slew_viol_count": 0,
  "largest_area_cell": "dfrtp_1",
  "die_h_um": 69.09,
  "swShare_pct": 20.39,
  "syn_avg_cell_area_um2": 10.06,
  "cts-root-buf": "clkbuf_8",
  "postCtsSetupBuffers": 0,
  "ys_warn_count": 1,
  "xor_share_pct": 5.837,
  "worstMarginPinSlew_ns": 0.6182,
  "multi_input_comb_area_um2": 790.8,
  "die_width_um": 69.09,
  "synth.area.mux_share_pct": 6.671,
  "simple_gate_share_pct": 21.33,
  "p_total_uw": 489.7,
  "ir_drop_uv": 122.2,
  "synth_flops": 38,
  "wire_per_inst_um": 12.62,
  "track_usage_pct": 13.96,
  "io_pins": 15,
  "endpoint_kind": "async pin",
  "skew_ns": 0.005414,
  "maxSlewHeadroom_pct": 58.79,
  "p_int_uw": 389.9,
  "adder_share_pct": 0.6949,
  "leakagePower_nw": 0.8114,
  "crit_start": "rst",
  "cts_resized": 0,
  "combPwrFrac_pct": 1.4
}
[sequential cells by signal, indices dropped and copies added (netlist names)]
| signal | count |
|---|---|
| count | 25 |
| direct | 1 |
| led | 12 |
[synth_stat cells, drive strengths merged]
| cell | number |
|---|---|
| nor3 | 5 |
| a31o | 1 |
| ha | 1 |
| or4 | 4 |
| nor2 | 26 |
| nand4 | 7 |
| nand2 | 7 |
| nor2b | 2 |
| dfrtp | 30 |
| nor4 | 3 |
| clkbuf | 6 |
| o31ai | 2 |
| buf | 3 |
| a21oi | 22 |
| o21ai | 7 |
| nand3 | 7 |
| and4 | 2 |
| dfrtn | 1 |
| inv | 4 |
| nand2b | 1 |
| xor2 | 4 |
| mux2i | 12 |
| xnor2 | 8 |
| or3 | 7 |
| dfstp | 7 |
[worst register-to-register path, delay by kind of cell (launching register included)]
family | cells | cell delay (ns)
DFF | 1 | 0.78
muxes | 1 | 0.26
AOI/OAI and AO/OA | 1 | 0.09
[cells by family (layout without fill, tap and decap cells)]
group,after synthesis,count (layout)
flops,38,38
mux,12,12
compound gates,32,32
buf+inv,13,27
xor+xnor,12,12
fa+ha+maj,1,1
simple gates,71,71
[layer usage]
metal | wire length (µm) | vias to the layer above | global-route usage [%]
li1 | - | 658 | -
met1 | 1541 | 617 | 22.02
met2 | 1408 | 30 | 21.57
met3 | 121 | 2 | 2.671
met4 | 19 | 0 | 1.814
met5 | 0 | - | 0
[cell type report]
| cell class | instances | share of cell area (%) |
|---|---|---|
| clock buffer | 6 | 3.526 |
| clock inverter | 2 | 0.4863 |
| inverter | 4 | 0.7295 |
| multi-input combinational | 128 | 38.42 |
| sequential | 38 | 46.63 |
| tap | 52 | 3.161 |
| timing repair buffer | 15 | 7.052 |
[final timing paths]
check / endpoint / slack [ns] / cells past startpoint
worst min-delay path: count[0] / 0.50 / 1
min in group asynchronous: led[8] / 1.22 / 2
worst max register to register: led[4] / 1.62 / 2
worst max-delay path: direct / 1.35 / 1
max in group clk0: led[4] / 1.62 / 2
max in group clk1: direct / 4.16 / 1
worst min register to register: count[0] / 0.50 / 1
min in group clk1: direct / 0.61 / 1
[power by group through the flow]
stage         combinational, mW  clock (mW)  sequential (mW)
CTS                     0.00718       0.195            0.296
global route            0.00781       0.204            0.296
finish                  0.00666       0.187            0.296
[layout by cell type (no fill, tap or decap)]
cell / Yosys / routed
a21oi_1: 22 / 22
a31o_2: 1 / 1
and4_1: 1 / 1
and4_2: 1 / 1
buf_4: 0 / 2
clkbuf_1: 5 / 1
clkbuf_8: 0 / 5
clkdlybuf4s50_1: 0 / 13
clkinv_2: 0 / 2
dfrtn_1: 1 / 1
dfrtp_1: 30 / 30
dfstp_2: 7 / 7
ha_1: 1 / 1
inv_1: 4 / 4
mux2i_1: 12 / 12
nand2_1: 7 / 7
nand2b_1: 1 / 1
nand3_1: 6 / 6
nand3_2: 1 / 1
nand4_1: 5 / 5
nand4_2: 1 / 1
nand4_4: 1 / 1
nor2_1: 26 / 26
nor2b_1: 2 / 2
nor3_1: 5 / 5
nor4_1: 3 / 3
o21ai_0: 7 / 7
o31ai_1: 2 / 2
or3_1: 7 / 7
or4_1: 4 / 4
xnor2_1: 8 / 8
xor2_1: 4 / 4
[per-stage QoR]
stage	setup slack, ns	hold WS, ns	utilization, %
after floorplan	1.154	0.4650	-
after global placement	1.344	0.4937	45.37
after CTS	1.353	0.5073	47.27
after detailed placement	1.334	0.4980	45.37
after global routing	1.324	0.5495	47.27
final	1.354	0.5027	47.27
